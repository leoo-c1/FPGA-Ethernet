`design/flow/run.sh`:
```
#!/bin/bash
# OpenROAD 26Q1-2900-gdf79404cd8, Yosys 0.63+post, stock flow scripts
make -C /OpenROAD-flow-scripts/flow DESIGN_CONFIG=/design/flow/config.mk WORK_HOME=/design/flow/orfs finish
```
`design/flow/config.mk`:
```
export PLATFORM = sky130hd
export DESIGN_NAME = rmii_handler
export DESIGN_NICKNAME = rmii_handler
export VERILOG_FILES = /design/flow/design.v
export SDC_FILE = /design/flow/constraint.sdc
export NUM_CORES = 4
export LEC_CHECK = 1
export CORE_AREA = 10 10 92 92
export DIE_AREA = 0 0 102 102
```
`design/flow/constraint.sdc`:
```
current_design rmii_handler

set clk_period 1.6
set clk_io_pct 0.2

create_clock -name clk0 -period $clk_period [get_ports {clk}]

set non_clock_inputs [all_inputs -no_clocks]
set_input_delay [expr $clk_period * $clk_io_pct] -clock clk0 $non_clock_inputs
set_output_delay [expr $clk_period * $clk_io_pct] -clock clk0 [all_outputs]
```
`design/flow/design.v`:
```
module rmii_handler (
    input logic clk,                     
    input logic resetn,                  
    input logic data_valid,              
    input logic rx0,                     
    input logic rx1,                     
    output logic [7:0] received_byte,    
    output logic byte_valid              
    );
    parameter max_bit_count = 8;         
    logic [3:0] bit_counter = 0;         
    logic [7:0] bit_storage;             
    always_ff @ (posedge clk or negedge resetn) begin
        if (!resetn) begin               
            received_byte <= 8'b0;
            byte_valid <= 1'b0;
            bit_counter <= 4'b0;
            bit_storage <= 8'b0;
        end else begin
            if (data_valid) begin        
                if (bit_counter < max_bit_count - 2) begin
                    bit_storage[bit_counter +: 2] <= {rx1, rx0};
                    bit_counter <= bit_counter + 2'd2;
                    byte_valid <= 1'b0;
                end else begin
                    received_byte <= {rx1, rx0, bit_storage[5:0]};
                    byte_valid <= 1'b1;
                    bit_counter <= 0;
                end
            end else begin               
                bit_counter <= 0;
                byte_valid <= 1'b0;
            end
        end
    end
endmodule
```
==> results.ini <==
[timing]
setup_viol=2
finClkSkew_ps=1.65
max_freq_mhz=617
rsz0062_at_grt=yes
whs_ps=411
finalHoldViolCount=0
period_needed_ps=1620
period_used_pct=101
fin_ws_ps=-21.8
slew_headroom_pct=79.9
worst_slew_pin_slew_ps=301
drv_slew=0

[global_routing]
grt_pass1_wl_um=2770
grt_pass1_vias=524
grtUsageTotal_pct=3.38
antenna_found_initial=0
grt_max_degree=19
grt_remaining_overflow=0

[synthesis]
ys_seq_elements=18
yosysTopAreaCell=dfrtp_1
common_cells=dfrtp_1, mux2_4, mux2_2, ha_1, inv_1
ys_types=16
netlist_instances=52
synth_warnings=1
enable_flop_cells=0
avgSynthCellArea_um2=15.4
ys_cells=52
yosys_area_um2=798
postSynthSeqShare_pct=56.4
top_cells_by_area=dfrtp_1, mux2_4, mux2_2
syn_area_um2=798
yosysTopAreaCellShare_pct=56.4
synthFlopType=dfrtp_1
async_reset_ff_share_pct=100
top_cell=dfrtp_1

[cells_and_area]
instances_no_fill=152
flop_area_um2=450
utilization_pct=18.2
fill_cells=693
design_area_um2=1170
drive_gt1_share_pct=50.7
logic_area_um2=373
area_delta_synth_final_pct=46.9

[worst_setup_path]
cp-startpoint=bit_counter[2]$_DFF_PN0_
worst_setup_path_start_kind=flip-flop
crit_chain=inv_2, ha_4, ha_4, and3b_2, and3_4, mux2_4
r2r_start=bit_counter[2]$_DFF_PN0_
arrival_ps=1750
critPathSlowestCell=dfrtp_1
cpMostUsedCell=ha_4
required_ps=1730
critPathKind=reg -> reg
critPathMaxFanout=2
max_stage_delay_ps=360
end_kind=flip-flop

[clocking]
numCtsBuffers=3
clk_pin_slew_worst_paths_ps=60
h-tree-depth=1
clockRootBuffer=clkbuf_8
clk_path_buf_depth=2
clock-sinks=18
insertion_delay_ps=250
cts_tree=yes
cts_hold_repair.buffers=0

[routing]
via_per_inst=3.06
vias=465
ant_nets=0
drc=0
wl_um=1640
insertedDiodeCount=0
drt_first_iter_violations=31
post_drt_wl_per_cell_um=10.8
drtPass1Iterations=2

[die]
core-area_um2=6460
die_area_um2=10400
die_h_um=102
die-width_um=102
rows=29
initCoreUtil_pct=12.4
pin_count=14

[job]
drv_cap=0
tool_warnings=31

[placed_design]
dpl.cell_count=146
gp_congestion=0.706
place_hpwl_um=1320
port-buffer-count=13
dpl_cell_area_um2=1080

[pwr]
leakage_nw=0.542
ir_drop_mv=0.712
total_power_mw=1.52
power_density_nw_per_um2=1300

[status]
outcome=complete, but fails checks
violations=setup timing

[worst_hold_path]
hp-class=in -> async

## final timing paths
kind                                           endpoint  slack, ps  cells past startpoint
setup / recovery             bit_storage[4]$_DFFE_PN0P_        -20                      6
hold reg to reg            received_byte[2]$_DFFE_PN0P_        510                      1
min in group clk0          received_byte[2]$_DFFE_PN0P_        510                      1
setup reg to reg             bit_storage[4]$_DFFE_PN0P_        -20                      6
max in group asynchronous    bit_storage[1]$_DFFE_PN0P_       1000                      2
hold / removal               bit_storage[0]$_DFFE_PN0P_        410                      2
## state kept, by name, indices dropped and copies added, names as in the netlist
signal,cells
received_byte,8
byte_valid,1
bit_storage,6
bit_counter,3
## repair_timing
item / 4_1_cts / 5_1_grt
endpoints found under the hold margin: 0 / 0
gates cloned: 0 / 0
buffers inserted: 1 / 1
endpoints found under the setup margin: 6 / 14
pin swaps: 3 / 1
resized: 4 / 4
## worst max-delay path: cells and delay by family, from the launching register on
kind | cells | cell delay (ps)
adder cells (fa/ha/maj) | 2 | 420
AND/OR/NAND/NOR | 2 | 380
flip-flops | 1 | 360
multiplexers | 1 | 290
buffers and inverters | 1 | 60
## layer usage
metal | up-vias | wire length, um | GRT usage, %
met2 | 12 | 663 | 5.09
met4 | 0 | 10 | 0.217
li1 | 225 | - | -
met5 | - | 0 | 0
met3 | 2 | 92 | 1.02
met1 | 226 | 869 | 4.89
## area by class of cell
class / instances / share of cell area [%]
timing repair buffer: 20 / 15.6
inverter: 4 / 1.28
clock buffer: 4 / 4.70
sequential: 18 / 38.4
multi-input combinational: 29 / 31.8
tap: 77 / 8.22
## cells by family after synthesis
family                     count (synthesis)  share of synthesized area (%)
adders and majority gates                  4                           6.27
and+or+nand+nor                           10                           9.25
muxes                                     14                           23.5
DFF                                       18                           56.4
buffers and inverters                      5                           3.29
AOI/OAI and AO/OA                          1                           1.25
## power by group
group / internal [mW] / leakage, nW / switching [mW]
sequential: 0.601 / 0.234 / 0.0868
combinational: 0.362 / 0.279 / 0.117
clock: 0.218 / 0.0288 / 0.138
total: 1.18 / 0.542 / 0.341
## metrics by stage
step           TNS (ps)  worst slack (ps)
4_1_cts           -38.7             -19.7
3_5_place_dp      -1270              -107
2_1_floorplan      -255             -72.5
5_1_grt            -310             -87.7
3_3_place_gp      -1000             -89.4
6_report          -42.9             -21.8
## cell usage in the layout (no fill, tap or decap)
cell type and count:
nand4_1 1, a21bo_2 1, nand2_2 1, and3_4 1
nand2_1 1, nor2b_1 1, and3_2 2, clkbuf_8 4
ha_4 2, mux2_2 3, dfrtp_1 18, inv_1 2
ha_1 1, nor3b_2 1, ha_2 1, inv_2 2
and3b_2 1, clkdlybuf4s50_1 13, buf_4 7, mux2_4 11
nor4b_2 1
Power and IR drop assume default switching activity.
